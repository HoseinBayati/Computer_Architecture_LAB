## flow/config.mk

```make
export PLATFORM = sky130hd
export DESIGN_NAME = IF_Stage
export DESIGN_NICKNAME = IF_Stage
export VERILOG_FILES = /design/flow/design.v
export SDC_FILE = /design/flow/constraint.sdc
export NUM_CORES = 4
export LEC_CHECK = 1
export CORE_UTILIZATION = 40
```

## flow/constraint.sdc

```tcl
current_design IF_Stage

set clk_period 5.9
set clk_io_pct 0.2

create_clock -name clk0 -period $clk_period [get_ports {clk}]

set non_clock_inputs [all_inputs -no_clocks]
set_input_delay [expr $clk_period * $clk_io_pct] -clock clk0 $non_clock_inputs
set_output_delay [expr $clk_period * $clk_io_pct] -clock clk0 [all_outputs]
```

## flow/design.v

```verilog
module IF_Stage (
	clk,
	rst,
	freeze,
	Branch_taken,
	BranchAddr,
	PC,
	Instruction
);
	input clk, rst, freeze, Branch_taken;
	input[31:0] BranchAddr;
	output[31:0] PC, Instruction;
	reg [31:0] PC_Reg;
	reg [31:0] Instruction_Memory [0:46];
	initial begin
		PC_Reg = 32'b0;	 
		Instruction_Memory[0] = 32'b1110_00_1_1101_0_0000_0000_000000010100;  
		Instruction_Memory[1] = 32'b1110_00_1_1101_0_0000_0001_101000000001;  
		Instruction_Memory[2] = 32'b1110_00_1_1101_0_0000_0010_000100000011;  
		Instruction_Memory[3] = 32'b1110_00_0_0100_1_0010_0011_000000000010;  
		Instruction_Memory[4] = 32'b1110_00_0_0101_0_0000_0100_000000000000;  
		Instruction_Memory[5] = 32'b1110_00_0_0010_0_0100_0101_000100000100;  
		Instruction_Memory[6] = 32'b1110_00_0_0110_0_0000_0110_000010100000;  
		Instruction_Memory[7] = 32'b1110_00_0_1100_0_0101_0111_000101000010;  
		Instruction_Memory[8] = 32'b1110_00_0_0000_0_0111_1000_000000000011;  
		Instruction_Memory[9] = 32'b1110_00_0_1111_0_0000_1001_000000000110;  
		Instruction_Memory[10] = 32'b1110_00_0_0001_0_0100_1010_000000000101;  
		Instruction_Memory[11] = 32'b1110_00_0_1010_1_1000_0000_000000000110;  
		Instruction_Memory[12] = 32'b0001_00_0_0100_0_0001_0001_000000000001;  
		Instruction_Memory[13] = 32'b1110_00_0_1000_1_1001_0000_000000001000;  
		Instruction_Memory[14] = 32'b0000_00_0_0100_0_0010_0010_000000000010;  
		Instruction_Memory[15] = 32'b1110_00_1_1101_0_0000_0000_101100000001;  
		Instruction_Memory[16] = 32'b1110_01_0_0100_0_0000_0001_000000000000;  
		Instruction_Memory[17] = 32'b1110_01_0_0100_1_0000_1011_000000000000;  
		Instruction_Memory[18] = 32'b1110_01_0_0100_0_0000_0010_000000000100;  
		Instruction_Memory[19] = 32'b1110_01_0_0100_0_0000_0011_000000001000;  
		Instruction_Memory[20] = 32'b1110_01_0_0100_0_0000_0100_000000001101;  
		Instruction_Memory[21] = 32'b1110_01_0_0100_0_0000_0101_000000010000;  
		Instruction_Memory[22] = 32'b1110_01_0_0100_0_0000_0110_000000010100;  
		Instruction_Memory[23] = 32'b1110_01_0_0100_1_0000_1010_000000000100;  
		Instruction_Memory[24] = 32'b1110_01_0_0100_0_0000_0111_000000011000;  
		Instruction_Memory[25] = 32'b1110_00_1_1101_0_0000_0001_000000000100;  
		Instruction_Memory[26] = 32'b1110_00_1_1101_0_0000_0010_000000000000;  
		Instruction_Memory[27] = 32'b1110_00_1_1101_0_0000_0011_000000000000;  
		Instruction_Memory[28] = 32'b1110_00_0_0100_0_0000_0100_000100000011;  
		Instruction_Memory[29] = 32'b1110_01_0_0100_1_0100_0101_000000000000;  
		Instruction_Memory[30] = 32'b1110_01_0_0100_1_0100_0110_000000000100;  
		Instruction_Memory[31] = 32'b1110_00_0_1010_1_0101_0000_000000000110;  
		Instruction_Memory[32] = 32'b1100_01_0_0100_0_0100_0110_000000000000;  
		Instruction_Memory[33] = 32'b1100_01_0_0100_0_0100_0101_000000000100;  
		Instruction_Memory[34] = 32'b1110_00_1_0100_0_0011_0011_000000000001;  
		Instruction_Memory[35] = 32'b1110_00_1_1010_1_0011_0000_000000000011;  
		Instruction_Memory[36] = 32'b1011_10_1_0_111111111111111111110111 ;  
		Instruction_Memory[37] = 32'b1110_00_1_0100_0_0010_0010_000000000001;  
		Instruction_Memory[38] = 32'b1110_00_0_1010_1_0010_0000_000000000001;  
		Instruction_Memory[39] = 32'b1011_10_1_0_111111111111111111110011 ;  
		Instruction_Memory[40] = 32'b1110_01_0_0100_1_0000_0001_000000000000;  
		Instruction_Memory[41] = 32'b1110_01_0_0100_1_0000_0010_000000000100;  
		Instruction_Memory[42] = 32'b1110_01_0_0100_1_0000_0011_000000001000;  
		Instruction_Memory[43] = 32'b1110_01_0_0100_1_0000_0100_000000001100;  
		Instruction_Memory[44] = 32'b1110_01_0_0100_1_0000_0101_000000010000;  
		Instruction_Memory[45] = 32'b1110_01_0_0100_1_0000_0110_000000010100;  
		Instruction_Memory[46] = 32'b1110_10_1_0_111111111111111111111111 ;  
	end
	always@(posedge clk, posedge rst) begin
			if(rst)
				PC_Reg <= 32'b0;
		else if(!freeze) begin
			if(Branch_taken)
				PC_Reg <= BranchAddr;
				else
					PC_Reg <= PC_Reg + 4;
		end
	end
	assign Instruction = Instruction_Memory[PC_Reg >> 2];
	assign PC = PC_Reg + 4;
endmodule
```

## flow/run.sh

```bash
#!/bin/bash
# OpenROAD 26Q1-2900-gdf79404cd8, Yosys 0.63+post, stock flow scripts
make -C /OpenROAD-flow-scripts/flow DESIGN_CONFIG=/design/flow/config.mk WORK_HOME=/design/flow/orfs finish
```

==> GITHUB_STEP_SUMMARY <==
## Implementation flow summary

| Metric | Value |
|---|---|
| Die Wd | 98.9 um |
| Basic Gates by Area | 26.5% |
| Floorplan core area | 9150 um^2 |
| Num CTS Buffers | 5 |
| CTS Sinks | 32 |
| Top Family by Delay on Critical Path | simple AND/OR/NAND/NOR gates |
| Ranking of synthesized cells by area | dfrtp_1, nand2_1, o21ai_0, clkbuf_1, a22oi_1 |
| Crit. path cell count | 6 |
| Final WL | 12,100 um |
| Share of layout cells above drive strength 1 | 5.34% |
| Setup_tns | 0 ps |
| Worst path buffer plus inverter count | 1 |
| Arrival time worst endpoint | 3340 ps |
| Pleak | 1.75 nW |
| Site row count | 35 |
| CP Class | flip-flop to output port |
| Synth Instances | 507 |
| Largest registers | PC_Reg (32) |
| Synthesized area | 3760 um^2 |
| Synth Area per Inst | 7.41 um^2 |
| Number of global-route vias before repair | 3,697 |
| Total congestion overflow | 0 |
| FP Util | 41.1% |
| Buffers on Ports | 99 |
| Antenna cells | 0 |
| Hold Buf Count CTS | 0 |
| # Cells Yosys | 507 |
| Total power | 0.00110 W |
| Largest logic family | AND-OR/OR-AND gates |
| Hold Crit Start | PC_Reg[0]$_DFFE_PP0P_ |
| Crit path time final | 4520 ps |
| Worst setup path startpoint | PC_Reg[2]$_DFFE_PP0N_ |
| Post-CTS sizing | 0 |
| Crit path cell chain | ha_1 -> nand2_1 -> or4_4 -> nor4_2 -> xor2_1 -> clkdlybuf4s50_1 |
| Top_reg_cell synth | dfrtp_1 |
| GP Congestion | 0.936 |
| CP required | 4720 ps |
| Area leader share | 21.3% |
| Final hold violation count | 0 |
| Worst setup EP type | output port |
| Worst Hold Class | flip-flop to flip-flop |
| ANT nets after route | 0 |
| Most frequent cell after synthesis | nand2_1 |
| Clock Root Buffer | clkbuf_8 |
| FA/HA/MAJ Cells, Area Fraction | 2.66% |
| # DRC | 0 |
| HPWL after DPL | 8600 um |
| Worst-Margin Slew | 731 ps |
| R2R Path Start | PC_Reg[2]$_DFFE_PP0N_ |
| First-pass GRT wire length | 19,500 um |
| Relative slew margins | 51.3% |
| Post-synth ARST share | 100% |
| Avg Vias per Cell | 6.05 |
| # IOs | 100 |
| Number of flip-flops in the largest register | 32 |
| Worst hold path cell count | 1 |
| Setup Viol. Count Final | 0 |
| Largest net degree at the start of global routing | 57 |
| Maxcap violations | 0 |
| Achievable frequency | 0.221 GHz |
| Clk_skew | 3.89 ps |
| CTS tree | done |
| Clock-pin slew on the worst setup and hold paths | 70 ps |
| Worst R2R Path Depth | 5 |
| Yosys top cell by area | dfrtp_1 |
| Routed len/inst | 18.0 um |
| Ys Warns | 1 |
| CP max FO | 18 |
| Setup bufs post-CTS | 0 |
| Status | completed |
| Yosys Chip Area | 3760 um^2 |
| Most flops, register | PC_Reg |
| Yosys reg bits | 32 |
| Synth Area in Compound Gates | 29.8% |
| Synth Seq Share | 21.3% |
| Area growth, synth to finish | 26.8% |
| Clock H-tree levels | 2 |
| Worst-Skew Late Latency | 280 ps |
| MUX area fraction | 4.73% |
| Via Count | 4,069 |
| GRT Total Usage | 25.1% |
| Initial DRC count | 318 |
| RSZ-0062 raised after global routing | no |
| Critical Path Source Type | flip-flop |
| Post-synth EDFFs | 0 |
| First-pass iteration count of the detailed router | 5 |
| Post-synthesis cell type count | 66 |
| Post-synth top cells | nand2_1, clkbuf_1, o21ai_0 |
| Synth Area in XOR/XNOR | 6.06% |
| Final period util | 76.6% |
| Clock Path Buffers | 2 |
| Slowest stage delay, CP | 690 ps |
| Chip Area | 9790 um^2 |
| Antenna violations before repair | 0 |
| Die H | 98.9 um |
| Slowest CP cell | dfrtp_1 |
| OpenROAD warnings | 31 |
| Maximum VDD drop | 107 uV |
| Max Transition Viols Final | 0 |
| Pwr dens | 231 nW/um^2 |
-- per-layer routing --
metal | vias to the layer above | GRT usage (%) | wire length [um]
li1 | 1985 | - | -
met1 | 1938 | 38.5 | 5750
met2 | 142 | 40.1 | 5590
met3 | 4 | 3.32 | 725
met4 | 0 | 1.84 | 51
met5 | - | 0 | 0
-- worst register-to-register path, delay by kind of cell (launching register included) --
kind | cells | cell delay (ps)
and+or+nand+nor | 3 | 1140
AOI/OAI and AO/OA | 1 | 240
DFF | 1 | 690
adders and majority gates | 1 | 550
-- report_power, final --
group	switching (W)	total [W]	internal, W
registers	0.0000648	0.000317	0.000252
logic	0.000289	0.000614	0.000325
clock network	0.0000881	0.000171	0.0000829
total	0.000442	0.00110	0.000660
-- per-stage QoR --
step | setup slack, ps | cells | utilization [%] | hold slack, ps | instance area [um^2]
after floorplan | 2640 | 507 | - | 482 | 3760
after global placement | 1740 | 665 | 51.2 | 490 | 4680
after detailed placement | 1690 | 665 | 51.2 | 500 | 4680
after CTS | 1380 | 673 | 52.1 | 517 | 4760
after global routing | 1160 | 673 | 52.1 | 529 | 4760
final | 1380 | 673 | 52.1 | 515 | 4760
-- layout by cell type (no fill, tap or decap), types with 7 or more instances in the layout --
cell type,synthesis,layout
a211oi_1,8,8
a21oi_1,24,24
a22oi_1,19,19
a31oi_1,8,8
buf_4,7,9
clkdlybuf4s50_1,0,99
dfrtp_1,32,31
ha_1,8,8
inv_1,15,15
mux2i_1,11,11
nand2_1,44,44
nand2b_1,14,14
nand3_1,21,21
nand4_1,9,9
nor2_1,30,30
nor3_1,14,14
nor4_1,7,7
o211ai_1,16,16
o21ai_0,33,33
o311ai_0,8,8
or4_1,7,7
xnor2_1,15,15
xor2_1,11,11
-- kinds of logic (layout without fill, tap and decap cells) --
logic type | Yosys count | count (layout)
xor gates and xnor gates | 26 | 26
muxes | 16 | 16
AOI/OAI and AO/OA | 163 | 163
and+or+nand+nor | 184 | 184
DFF | 32 | 32
adders and majority gates | 8 | 8
buffers and inverters | 78 | 133
-- final timing paths --
kind                                     endpoint  slack, ps
max in group asynchronous   PC_Reg[4]$_DFFE_PP0N_       4250
hold / removal              PC_Reg[0]$_DFFE_PP0P_        520
hold reg to reg             PC_Reg[0]$_DFFE_PP0P_        520
setup reg to reg           PC_Reg[18]$_DFFE_PP0N_       3180
min in group asynchronous  PC_Reg[12]$_DFFE_PP0N_       1290
setup / recovery                           PC[30]       1380
-- final cells by class --
type / count / area [um^2]
Timing Repair Buffer: 108 / 1060
Inverter: 17 / 63.8
Clock buffer: 7 / 76.3
Tap cell: 111 / 139
Fill cell: 889 / 4390
Multi-Input combinational cell: 397 / 2620
Sequential cell: 32 / 802
Clock inverter: 1 / 5.00
Power figures rest on the tool's default switching activity, not on a simulated workload.
