==> ./config.mk <==
export PLATFORM = sky130hd
export DESIGN_NAME = SRAM
export DESIGN_NICKNAME = SRAM
export VERILOG_FILES = /design/flow/design.v
export SDC_FILE = /design/flow/constraint.sdc
export NUM_CORES = 4
export LEC_CHECK = 1
export CORE_UTILIZATION = 40
export SYNTH_MEMORY_MAX_BITS = 65536
==> ./constraint.sdc <==
current_design SRAM

set clk_period 238.3
set clk_io_pct 0.2

create_clock -name clk0 -period $clk_period [get_ports {clk}]

set non_clock_inputs [all_inputs -no_clocks]
set_input_delay [expr $clk_period * $clk_io_pct] -clock clk0 $non_clock_inputs
set_output_delay [expr $clk_period * $clk_io_pct] -clock clk0 [all_outputs]
==> ./design.v <==
module SRAM (
    clk,
    rst,
    SRAM_WE_N,
    SRAM_ADDR,    
    SRAM_DQ           
);
    input clk;
    input rst;
    input SRAM_WE_N;
    input [16:0] SRAM_ADDR;    
    inout [31:0] SRAM_DQ;
    reg [31:0] memory[0:511];  
    assign #30 SRAM_DQ = SRAM_WE_N ? memory[SRAM_ADDR]: 32'bzzzz_zzzz_zzzz_zzzz_zzzz_zzzz_zzzz_zzzz;
    always @(posedge clk) begin
        if (~SRAM_WE_N) begin
            memory[SRAM_ADDR] <= SRAM_DQ;
        end
    end
endmodule
==> ./run.sh <==
#!/bin/bash
# OpenROAD 26Q1-2900-gdf79404cd8, Yosys 0.63+post, stock flow scripts
make -C /OpenROAD-flow-scripts/flow DESIGN_CONFIG=/design/flow/config.mk WORK_HOME=/design/flow/orfs finish
==> impl_metrics.toml <==
# physical design summary
[run_status]
status = "did not finish"
stop_stage = "4_1_cts"
error = "[error] [KeplerFormal.cpp:679] Workflow failed: Iso has multiple drivers: .SRAM_DQ30, place3214.X0"

[synthesis]
yosysWarnings = 2
common_cells = "edfxtp_1 (16.4k), mux4_2 (3354), mux2i_1 (1596), buf_2 (704), a22oi_1 (616)"
top_cell = "edfxtp_1"
ys_cells = 28540
area_leaders = "edfxtp_1 (78%), mux4_2 (12%), mux2i_1 (2.5%)"
yosysUniqueCellTypes = 80
netlist_area_sq_um = 627000
async_flop_share = 0
flop_cell = "edfxtp_1"
synth_flops = 16384
synth_cells = 28540
synth_top_cell_by_area = "edfxtp_1"
ys_area_sq_um = 627000
avgSynthCellArea_sq_um = 22.0
edf_count = 16384
ys_seq_share = 0.785
synth_top_area_share = 0.785

[clocking]
cts_root_buf = "clkbuf_16"
cts_resized = 0
post-cts-setup-buffer-count = 0
cts_buffers = 1716
cts_hold_buf = 0
cts_sinks = 16384
cts_buffer_depth = 6
htree_levels = 7

[floorplan]
dieHeight_um = 1250
fp-utilization = 0.401
dieWidth_um = 1250
ioPinCount = 52
fp-row-count = 459

[placed_design]
placed_cell_area_sq_um = 666000
dp_hpwl_um = 1260000
dp.cells = 49645
gp_congestion = 0.970
io_buffers = 10
## through the flow
| stage | util | setup slack (ns) | hold WS, ns |
|---|---|---|---|
| 2_1_floorplan | - | 133.07 | 5.73 |
| 3_3_place_gp | 0.426 | 132.40 | 1.36 |
| 3_5_place_dp | 0.426 | 133.02 | 1.39 |
## cell families after synthesis
kind of cell           share of synthesized area
muxes                                      0.151
AOI/OAI and AO/OA                         0.0319
DFF                                        0.785
and+or+nand+nor                           0.0177
buffers and inverters                     0.0143
