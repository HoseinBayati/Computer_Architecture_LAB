**flow/run.sh**
```bash
#!/bin/bash
# OpenROAD 26Q1-2900-gdf79404cd8, Yosys 0.63+post, stock flow scripts
make -C /OpenROAD-flow-scripts/flow DESIGN_CONFIG=/design/flow/config.mk WORK_HOME=/design/flow/orfs finish
```
**flow/config.mk**
```make
export PLATFORM = sky130hd
export DESIGN_NAME = Memory
export DESIGN_NICKNAME = Memory
export VERILOG_FILES = /design/flow/design.v
export SDC_FILE = /design/flow/constraint.sdc
export NUM_CORES = 4
export LEC_CHECK = 1
export CORE_UTILIZATION = 30
```
**flow/constraint.sdc**
```tcl
current_design Memory

set clk_period 54.3
set clk_io_pct 0.2

create_clock -name clk0 -period $clk_period [get_ports {clk}]

set non_clock_inputs [all_inputs -no_clocks]
set_input_delay [expr $clk_period * $clk_io_pct] -clock clk0 $non_clock_inputs
set_output_delay [expr $clk_period * $clk_io_pct] -clock clk0 [all_outputs]
```
**flow/design.v**
```verilog
module Memory(
    clk,
	rst,
	mem_write,
	mem_read,
    address,
    data,
    res
);
	input clk, rst, mem_write, mem_read; 
    input [31:0] address; 
    input [31:0] data;
    output reg [31:0] res;
	reg [31:0] mem [0:63];
	always@(*)begin
		if(mem_read)
			res <= mem[(address - 1024) >> 2];
		else
			res <= 0;
	end
	always@(posedge clk)begin
			if(mem_write)begin
				mem[(address - 1024) >> 2] <= data;
		end
	end
endmodule
```
==> flow_summary.toml <==
# flow metrics
[status]
result_of_the_run = "finished, final reports clean"

[worst_setup_path]
crit_slowest_cell = "sky130_fd_sc_hd__a41oi_1"
critPathKind = "in2out"
critPathCaptureType = "output port"
crit_path_max_incr_delay_ns = 0.73
timing.critical_path.from_type = "primary input"
critPathMaxFanout = 47
cp_common_cell = "sky130_fd_sc_hd__buf_4"
crit_path_cell_trace = "buf_8 > buf_4 > nor2_4 > buf_4 > buf_4 > buf_4 > a22oi_1 > o221ai_1 > a22oi_1 > a41oi_1 > clkdlybuf4s50_1"
critPathTopFamily = "buffers and inverters"
required_ns = 43.44
cp.arrival_ns = 15.68
critPathBufInv = 6

[final_timing]
timing.final.max_slew_violations = 0
setup_repair_after_global_routing_missed_its_margin = "false"
slew-limit-headroom_pct = 33.8
post-route-period-util_pct = 48.9
fin_crit_ns = 26.54
totalNegativeSetupSlack_ns = 0
worst_margin_slew_ns = 0.993
final_tally_of_hold_violations = 0
setup_viol_count_final = 0
achievable-frequency_mhz = 37.7

[power_and_ir_drop]
p_per_area_nw_per_um2 = 35.2
total_leakage_power_nw = 28.2
peak_vdd_ir_mv = 0.0313

[global_routing]
initial_antenna_violation_count = 14
grt-ovfl-total = 0
first_global_vias = 47400
wire_length_of_the_first_global_routing_pass_um = 329000
grt_start_max_net_pins = 95
grtUsageTotal_pct = 17.9

[route]
total_detailed_routing_wirelength_um = 228000
first_iter_violations = 3033
wire_per_inst_um = 26.8
via_per_inst = 5.35
first_pass_iters = 7
dr_total_vias = 45400
detail_route.drc_violations = 0
final_ant_viol_nets = 0

[clock_tree]
tritoncts = "built"
cts-root-buf = "sky130_fd_sc_hd__clkbuf_16"
cts.sink_count = 2048
cts_max_path_buffers = 3
path_clk_slew_ns = 0.06
cts_resized = 0
cts-buffers-inserted = 192
cts_htree_levels = 4
cts.repair_timing.setup_buffer_count = 0
quantity_of_hold_fixing_buffers_added_after_cts = 0

[floorplan]
die.size.y_um = 519
die_area_um2 = 270000
die_w_um = 519
coreArea_um2 = 266000
initial_utilization_pct = 30.2
io-pin-count = 100
core.rowCount = 189

[finish]
largest_registers = "mem: 2048 flops"
filler_cell_count = 24400
finalInstanceArea_um2 = 92100
syn_to_final_growth_pct = 14.8
drive_gt1_share_pct = 14.8
final-instance-count-excl-fill = 8487
max_ffs_per_register = 2048
largest_register = "mem"

[synthesis]
ys_sh_adder_pct = 0
synth-xor-area-share_pct = 0
and_or_nand_nor_cells_area_fraction_pct = 6.28
ys_chip_area_um2 = 80200
synth.area.top_cells = "sky130_fd_sc_hd__edfxtp_1 (77%), sky130_fd_sc_hd__a221oi_1 (3.0%), sky130_fd_sc_hd__a22oi_1 (2.3%), sky130_fd_sc_hd__mux2i_1 (2.2%), sky130_fd_sc_hd__nor3b_1 (1.3%)"
yosys_cells = 4674
ys_seq_share_pct = 76.7
synth_largest_type_area_fraction_pct = 76.7
synth.mux.area_fraction_pct = 3.84
enable_flop_cells = 2048
synth.distinct_cells = 58
synth_async_sr_flop_share_pct = 0
top_non_seq_family = "AND-OR/OR-AND gates"
synthDominantAreaCellType = "sky130_fd_sc_hd__edfxtp_1"
synthesized_registers = 2048
synth_area_um2 = 80200
post_synth_inst_count = 4674
ys_sh_aoi_pct = 11.0
most_used_dff_post_synth = "sky130_fd_sc_hd__edfxtp_1"
syn-mean-instance-area_um2 = 17.2
yosysWarnings = 1

[placement]
place_inst = 8134
gp_congestion = 0.880
place_hpwl_um = 129000
buffer_ports.inserted = 72
place_area_um2 = 86000

[worst_hold_path]
worst_hold_path_type = "in2reg"

[job]
max_cap_viol_count = 0
tool_warnings = 53
==> through the flow <==
stage               setup slack (ns)  utilization (%)  hold WS, ns  power (mW)
finish                         27.76             34.7        10.21        3.24
floorplan                      31.03                -        10.96        1.87
global route                   27.67             34.7        10.19        3.33
global placement               27.84             32.4        11.07        1.97
CTS                            27.82             34.7        10.16        3.26
detailed placement             27.83             32.4        11.06        1.97
==> synth_stat cells (14+ instances only) <==
library cell / number
sky130_fd_sc_hd__clkbuf_1: 201
sky130_fd_sc_hd__o211ai_1: 15
sky130_fd_sc_hd__nor4_1: 18
sky130_fd_sc_hd__o21ai_0: 183
sky130_fd_sc_hd__a221oi_1: 275
sky130_fd_sc_hd__mux2i_1: 176
sky130_fd_sc_hd__a311oi_1: 14
sky130_fd_sc_hd__a2111oi_0: 17
sky130_fd_sc_hd__nand3b_1: 138
sky130_fd_sc_hd__a31oi_1: 15
sky130_fd_sc_hd__o31ai_1: 14
sky130_fd_sc_hd__buf_2: 128
sky130_fd_sc_hd__o221ai_1: 48
sky130_fd_sc_hd__buf_4: 18
sky130_fd_sc_hd__a22oi_1: 248
sky130_fd_sc_hd__a21oi_1: 70
sky130_fd_sc_hd__nor2_1: 77
sky130_fd_sc_hd__and3_1: 142
sky130_fd_sc_hd__or3b_2: 15
sky130_fd_sc_hd__o2111ai_1: 56
sky130_fd_sc_hd__nand3_1: 20
sky130_fd_sc_hd__a41oi_1: 17
sky130_fd_sc_hd__nor3b_1: 141
sky130_fd_sc_hd__a22o_1: 29
sky130_fd_sc_hd__o22a_1: 42
sky130_fd_sc_hd__and3b_1: 28
sky130_fd_sc_hd__nor3_1: 100
sky130_fd_sc_hd__nand2b_1: 58
sky130_fd_sc_hd__edfxtp_1: 2048
sky130_fd_sc_hd__o22ai_1: 64
sky130_fd_sc_hd__buf_1: 38
sky130_fd_sc_hd__mux4_2: 37
sky130_fd_sc_hd__a21o_1: 56
sky130_fd_sc_hd__nand2_1: 15
sky130_fd_sc_hd__mux2_2: 43
==> cell type report <==
cell class / instances / area (um2) / share of cell area (%)
timing repair buffer: 321 / 2470 / 2.68
clock inverter: 107 / 1080 / 1.17
tap: 3533 / 4420 / 4.80
clock buffer: 240 / 5010 / 5.44
inverter: 6 / 25.0 / 0.0272
multi-input combinational: 2226 / 17600 / 19.1
antenna: 6 / 15.0 / 0.0163
sequential: 2048 / 61500 / 66.8
==> metal layers <==
metal	track usage [%]	part of all wire, %	vias to the layer above
met5	0.907	0.10	-
met4	7.19	5.0	8
met3	13.0	16	413
met2	27.1	46	2750
met1	19.2	33	22600
li1	-	-	19700
==> cells in the final DEF, fill, tap and decap left out, types with 15 or more instances in the layout <==
master | Yosys | routed
sky130_fd_sc_hd__nor2_4 | 0 | 66
sky130_fd_sc_hd__clkbuf_16 | 0 | 193
sky130_fd_sc_hd__buf_2 | 128 | 34
sky130_fd_sc_hd__a31oi_1 | 15 | 15
sky130_fd_sc_hd__a21o_1 | 56 | 56
sky130_fd_sc_hd__mux2_2 | 43 | 43
sky130_fd_sc_hd__clkbuf_1 | 201 | 47
sky130_fd_sc_hd__and3_1 | 142 | 142
sky130_fd_sc_hd__o211ai_1 | 15 | 15
sky130_fd_sc_hd__a21oi_1 | 70 | 70
sky130_fd_sc_hd__clkinv_1 | 0 | 53
sky130_fd_sc_hd__nor4_1 | 18 | 17
sky130_fd_sc_hd__buf_4 | 18 | 246
sky130_fd_sc_hd__o21ai_0 | 183 | 183
sky130_fd_sc_hd__nor3b_1 | 141 | 141
sky130_fd_sc_hd__edfxtp_1 | 2048 | 2048
sky130_fd_sc_hd__o22ai_1 | 64 | 64
sky130_fd_sc_hd__clkdlybuf4s50_1 | 0 | 35
sky130_fd_sc_hd__clkinv_2 | 0 | 25
sky130_fd_sc_hd__mux2i_1 | 176 | 176
sky130_fd_sc_hd__a22o_1 | 29 | 29
sky130_fd_sc_hd__a22oi_1 | 248 | 248
sky130_fd_sc_hd__o2111ai_1 | 56 | 56
sky130_fd_sc_hd__o221ai_1 | 48 | 48
sky130_fd_sc_hd__a41oi_1 | 17 | 17
sky130_fd_sc_hd__nand2b_1 | 58 | 56
sky130_fd_sc_hd__nand3b_1 | 138 | 138
sky130_fd_sc_hd__nand3_1 | 20 | 20
sky130_fd_sc_hd__nor3_1 | 100 | 98
sky130_fd_sc_hd__a221oi_1 | 275 | 275
sky130_fd_sc_hd__and3b_1 | 28 | 28
sky130_fd_sc_hd__o22a_1 | 42 | 42
sky130_fd_sc_hd__or3b_2 | 15 | 15
sky130_fd_sc_hd__mux4_2 | 37 | 37
==> where the power goes <==
part	internal (mW)	switching [mW]
clock	0.723	0.578
combinational	0.0537	0.132
sequential	1.75	0.00215
total	2.53	0.712
==> worst paths after layout <==
path / from / endpoint / slack [ns] / depth (start not counted)
hold / removal: data[14] / mem[21][14] / 10.21 / 1
setup / recovery: address[3] / res[13] / 27.76 / 11
==> cells by family (layout without fill, tap and decap cells) <==
| kind of cell | Yosys count | after routing |
|---|---|---|
| other | 0 | 6 |
| DFF | 2048 | 2048 |
| buffers and inverters | 400 | 674 |
| AOI/OAI and AO/OA | 1187 | 1187 |
| and+or+nand+nor | 783 | 783 |
| muxes | 256 | 256 |
Power and IR drop assume default switching activity.
